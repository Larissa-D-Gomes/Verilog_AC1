===== run.sh =====
#!/bin/bash
# OpenROAD 26Q1-2900-gdf79404cd8, Yosys 0.63+post, stock flow scripts
make -C /OpenROAD-flow-scripts/flow DESIGN_CONFIG=/design/flow/config.mk WORK_HOME=/design/flow/orfs finish

===== config.mk =====
export PLATFORM = sky130hd
export DESIGN_NAME = mealy_1101
export DESIGN_NICKNAME = mealy_1101
export VERILOG_FILES = /design/flow/design.v
export SDC_FILE = /design/flow/constraint.sdc
export NUM_CORES = 4
export LEC_CHECK = 1
export CORE_AREA = 10 10 70 70
export DIE_AREA = 0 0 80 80

===== constraint.sdc =====
current_design mealy_1101

set clk_period 1.0
set clk_io_pct 0.2

create_clock -name clk0 -period $clk_period [get_ports {clk}]

set non_clock_inputs [all_inputs -no_clocks]
set_input_delay [expr $clk_period * $clk_io_pct] -clock clk0 $non_clock_inputs
set_output_delay [expr $clk_period * $clk_io_pct] -clock clk0 [all_outputs]

===== design.v =====
module mealy_1101 ( y, x, clk, reset );  
   output y;  
   input  x;  
   input  clk;  
   input  reset; 
   reg    y; 
   parameter       
      start  = 2'b00,    
      id1    = 2'b01,    
      id11   = 2'b11,    
      id110  = 2'b10; 
      reg [1:0] E1;  
      reg [1:0] E2;  
      always @( x or E1 )     
         begin      
            y = 0;      
            case ( E1 )       
               start:         
                  if ( x )         
                     E2 = id1; 
                  else          
                     E2 = start;       
               id1:         
                  if ( x )          
                     E2 = id11;         
                  else          
                     E2 = start;       
               id11:   
                  if ( x )          
                     E2 = id11;         
                  else          
                     E2 = id110;       
               id110: 
                  if ( x )          
                     begin            
                        E2 =  id1;          
                        y  = 1;
                     end         
                     else          
                        begin            
                           E2 =  start;            
                           y  = 0;          
                        end       
                default:    
                   E2 =  2'bxx;      
   endcase     
end  
   always @( posedge clk or negedge reset )     
      begin      
         if ( reset )       
            E1 = E2;     
         else       
            E1 = 0;      
         end  
endmodule  

==> writeup.txt <==
Dominant register cell in the synthesized netlist: sky130_fd_sc_hd__dfrtp_1. The proportion of synthesized flip-flops having asynchronous set or reset is 1.00, and the number of antenna violations at the first check in global routing is 0. For the clock latency on the worst-skew pair, the log shows 0.24 ns. The checks that failed: setup timing. After the first detailed-routing iteration, the DRC count stood at 0.

After synthesis, the cell types taking the most area are sky130_fd_sc_hd__dfrtp_1, sky130_fd_sc_hd__dfstp_2, sky130_fd_sc_hd__o21a_1, sky130_fd_sc_hd__and2_1, sky130_fd_sc_hd__nor2b_1. The tools report the number of global-route vias before repair as 151.

The synthesis stat section lists a flop and latch total of 4. STA classifies the critical path endpoint as an output port. The worst relative slew slack was 0.878; the mean cell area of the mapped netlist was 13.8 sq um. The run gives 0 as the remaining global-route overflow.

The number of cells after detailed placement was 61. The clock period minus worst slack was 1.04 ns; the number of H-tree levels was 1. The number of input and output port buffers inserted came out at 3.

The setup total negative slack was -0.0399 ns. The run gives 138 sq um as the post-synth design cell area. The highest clock rate this design can be run at is 962 MHz. Number of sinks on the clock net: 4. The first global-routing pass estimated 627 um of wire. The number of warning messages in the yosys log is 1.

TritonCTS built the clock tree. Transition time at the pin with the least slew margin: 0.182 ns. With the area taken by multi-input logic gates at 36.3 sq um, the internal power contribution is 351 uW. The total track usage came out at 0.0137. Entering global routing, the biggest net connects 5 pins. The run gives 121 as the overall via count from detail_route.

The count of TritonRoute iterations in the first routing pass is 1, and the required arrival time at the worst endpoint is 0.80 ns. The total wirelength of the detailed-routed design came out at 360 um. sky130_fd_sc_hd__dfrtp_1 is the most common cell in the netlist. The path class of the tightest hold or removal check is input pin to asynchronous set/reset pin. For the sequential cell area in the final layout, the log shows 101 sq um.

The run gives 0.0403 as the floorplan core density. For the switching component of the power, the log shows 94.0 uW. The run gives 445 uW as the total power.

Worst clock skew on the final layout: 0.0108 ns. The critical setup path kind was flip-flop to output port. The run gives 411 as the count of fill cells added during filler insertion. Data arrives at the worst endpoint at 0.84 ns.

The run gives 5.45 um for the average wire length per cell after detail routing. For reference, the top cells by count after synthesis are sky130_fd_sc_hd__dfrtp_1, sky130_fd_sc_hd__o21a_1. Leaving out filler cells and counting taps, the final layout contains 66.

The run gives 0 for the final tally of hold violations. The cell type contributing the most total cell area after synthesis was sky130_fd_sc_hd__dfrtp_1. Per the detail_route report, vias per standard cell equal 1.83.

The run gives 0 as the DRC violation count after routing. The clock passes through at most 2 buffers. The final cycle utilization of the critical path is 1.04. In this run the static leakage power is 0.000111 uW. The highest supply drop recorded on VDD is 0.000198 V.

CTS placed an instance of sky130_fd_sc_hd__clkbuf_4 at the clock tree root. The core region area is 3420 sq um. The tools report the register share after synthesis as 0.736.

The report puts the hold buffer count at CTS at 0. Number of buffers created by CTS: 3. Setup repair after global routing could not meet its margin everywhere.

The maximum fanout encountered on the critical timing path was 2. For reference, the final report shows the max-slew violation count at 0. The placement summary gives the final routability congestion estimate as 0.721. The count of instantiated cells in the yosys netlist is 10.

With the vertical extent of the die at 80 um, the total number of warnings across the stage logs is 27. The register with the most flip-flops in the layout has 4 of them. The floorplan die width is 80 um.

The run gives 0.080 as the part of the total power dissipated in combinational logic. The post-synth count of flops with an enable pin is 0. The least setup slack across all paths after layout was -0.0399 ns; the sequential fraction of design power was 0.418. The registers of the reported paths see a clock transition of 0.04 ns.

Per the OpenROAD floorplan log, the area of the die is 6400 sq um. The script computed a power per unit cell area of 1660 nW/um^2. Nets still carrying antenna violations after routing amount to 0. The run gives 10 as the number of cells produced by synthesis. The number of setup violations in the final report was 1. The run gives 4 as the top-level port count.

For reference, the placement row count at floorplan is 21. The fraction of power consumed by the clock network came out at 0.502. The area added between synthesis and finish came out at 94.5%.

The layout cell share with drive strength beyond 1 was 0.400; the switching part of the total was 0.211. With the number of diodes added for antenna fixing at 0, the max-capacitance violation count is 0. The tools report the chip area line of the yosys report as 138 sq um. In this run, distinct cell masters in the synthesized netlist total 7. Fraction of post-synthesis cell area in the top cell type by area: 0.545. The worst setup path is launched from a flip-flop. The run finished, with violations left.
cell families (layout without fill, tap and decap cells):
kind of cell / after synthesis / in the layout / synth area share
buf+inv: 0 / 10 / 0
compound gates: 2 / 2 / 0.109
flops: 4 / 4 / 0.736
simple gates: 4 / 4 / 0.155
cell type report:
type,instances,share of cell area
timing repair buffer,6,0.173
clock buffer,4,0.0981
tap,46,0.215
sequential,4,0.379
multi-input combinational,6,0.136
metal layers:
| layer | up-vias | share of wire | routed length (um) | global-route usage |
|---|---|---|---|---|
| met5 | - | 0 | 0 | 0 |
| met4 | 0 | 0.033 | 12 | 0.00528 |
| met2 | 7 | 0.34 | 123 | 0.0152 |
| met3 | 4 | 0.28 | 99 | 0.0250 |
| met1 | 56 | 0.34 | 124 | 0.0100 |
| li1 | 54 | - | - | - |
worst max-delay path, cell delays in order (launching register included):
cell                      delay [ns]
sky130_fd_sc_hd__dfrtp_1        0.36
sky130_fd_sc_hd__and2_1         0.13
sky130_fd_sc_hd__buf_2          0.10
repair_timing:
| action | CTS | global route |
|---|---|---|
| endpoints found under the hold margin | 0 | 0 |
| resized | 4 | 0 |
| setup buffers | 1 | 0 |
| pin swaps | 1 | 0 |
| endpoints found under the setup margin | 1 | 1 |
power groups by stage:
stage / Clock, uW / Sequential (uW) / Combinational (uW)
after CTS: 233 / 186 / 36.1
after global routing: 254 / 187 / 40.3
final: 223 / 186 / 35.4
cell usage in the layout, fill, tap and decap left out:
master	count
sky130_fd_sc_hd__dfrtp_1	3
sky130_fd_sc_hd__clkbuf_4	3
sky130_fd_sc_hd__buf_4	3
sky130_fd_sc_hd__o21a_1	2
sky130_fd_sc_hd__dfstp_2	1
sky130_fd_sc_hd__nor3_1	1
sky130_fd_sc_hd__nor2_1	1
sky130_fd_sc_hd__nor2b_1	1
sky130_fd_sc_hd__and2_1	1
sky130_fd_sc_hd__clkbuf_1	1
sky130_fd_sc_hd__clkdlybuf4s50_1	1
sky130_fd_sc_hd__dlygate4sd2_1	1
sky130_fd_sc_hd__buf_2	1
path summary, 6_finish.rpt:
path,slack (ns),from,to,cells past startpoint
setup / recovery,-0.04,E1[1]$_DFF_PN0_,y,2
hold / removal,0.16,reset,E1[1]$_DFF_PN0_,1
setup reg to reg,0.08,E1[1]$_DFF_PN0_,E1[0]$_DFF_PN1_,4
hold reg to reg,0.48,E1[3]$_DFF_PN0_,E1[3]$_DFF_PN0_,1
max in group asynchronous,0.59,reset,E1[0]$_DFF_PN1_,1
min in group clk0,0.36,x,E1[0]$_DFF_PN1_,3
through the flow:
| stage | setup slack, ns | hold WS, ns | util | area (sq um) |
|---|---|---|---|---|
| CTS | -0.0512 | 0.157 | 0.0784 | 268 |
| floorplan | 0.310 | -0.0956 | - | 138 |
| detailed placement | -0.451 | 0.418 | 0.0703 | 240 |
| global placement | -0.445 | 0.407 | 0.0703 | 240 |
| finish | -0.0399 | 0.157 | 0.0784 | 268 |
| global route | -0.0822 | 0.163 | 0.0784 | 268 |
Power is estimated from default activity; no workload was simulated.
