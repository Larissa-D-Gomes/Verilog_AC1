==> design/flow/design.v <==
module moore_1101 ( y, x, clk, reset );  
   output y;  
   input  x;  
   input  clk;  
   input  reset; 
   reg    y; 
   parameter         
      start  = 3'b000,    
      id1    = 3'b001,    
      id11   = 3'b011,    
      id110  = 3'b010,    
      id1101 = 3'b110;   
      reg [2:0] E1;  
      reg [2:0] E2;  
         always @( x or E1 )     
         begin      
            case( E1 ) 
            start:         
               if ( x )          
                  E2 = id1;         
               else          
                  E2 = start;       
             id1:        
               if ( x )          
                  E2 = id11;        
               else          
                  E2 = start;       
              id11: 
                if ( x )          
                  E2 = id11;         
                else          
                  E2 = id110;       
              id110:         
                if ( x )          
                  E2 = id1101;         
                else          
                  E2 = start;       
              id1101:         
                if ( x )          
                  E2 = id11;         
                else          
                  E2 = start;      
              default:    
               E2 = 3'bxxx;      
   endcase     
end  
   always @( posedge clk or negedge reset )     
      begin      
         if ( reset )       
            E1 = E2;     
         else       
            E1 = 0;      
       end  
   always @( E1 )     
      begin      
         y = E1[2];    
      end  
endmodule  
==> design/flow/run.sh <==
#!/bin/bash
# OpenROAD 26Q1-2900-gdf79404cd8, Yosys 0.63+post, stock flow scripts
make -C /OpenROAD-flow-scripts/flow DESIGN_CONFIG=/design/flow/config.mk WORK_HOME=/design/flow/orfs finish
==> design/flow/config.mk <==
export PLATFORM = sky130hd
export DESIGN_NAME = moore_1101
export DESIGN_NICKNAME = moore_1101
export VERILOG_FILES = /design/flow/design.v
export SDC_FILE = /design/flow/constraint.sdc
export NUM_CORES = 4
export LEC_CHECK = 1
export CORE_AREA = 10 10 70 70
export DIE_AREA = 0 0 80 80
==> design/flow/constraint.sdc <==
current_design moore_1101

set clk_period 1.0
set clk_io_pct 0.2

create_clock -name clk0 -period $clk_period [get_ports {clk}]

set non_clock_inputs [all_inputs -no_clocks]
set_input_delay [expr $clk_period * $clk_io_pct] -clock clk0 $non_clock_inputs
set_output_delay [expr $clk_period * $clk_io_pct] -clock clk0 [all_outputs]
==> flow_summary_export.csv <==
group,metric,value,unit
power_and_ir_drop,netSwitchingPower,89.0,uW
detailed_routing,detail_route.first_pass.iterations,1,
synth,yosys.area_share.simple,18.7,%
worst_setup_path,reg2regPathDepth,2,
detailed_routing,routedWlPerCell,4.33,um
power_and_ir_drop,power.static_leakage,0.0000878,uW
power_and_ir_drop,cellPowerDensity,1750,nW/um2
final_layout,fraction_of_layout_instances_using_a_drive_strength_above_1,27.8,%
global_route,grt_first_pass_wirelength,441,um
sta,min_period_over_period,90.0,%
worst_setup_path,critPathSlowestCell,"dfrtp_1",
worst_setup_path,worst-endpoint-required,1.12,ns
clock_tree,clock_insertion_delay_worst_skew,0.23,ns
power_and_ir_drop,fin_total_pwr,402,uW
synth,synthDominantCellAreaShare,65.9,%
synth,synthesis.yosys.warnings,1,
die,core_util_floorplan,3.33,%
global_route,initial_antenna_violation_count,0,
placed_design,dp_hpwl,211,um
power_and_ir_drop,seq_power_share,36.9,%
worst_setup_path,critical_path.endpoint_type,"flop",
clock_tree,postCtsSetupRepairBufs,0,
sta,max_slew_vio_count,0,
power_and_ir_drop,power.share.combinational,10.5,%
sta,setup_slack,0.100,ns
clock_tree,cts-buffers-inserted,3,
sta,setup_violations,0,
global_route,global_route_overflow,0,
die,num_rows,21,
sta,hold_violations,0,
placed_design,dp_worst_setup_slack,-0.000705,ns
clock_tree,htreeDepth,1,
power_and_ir_drop,power.share.switching,22.1,%
final_layout,post-route-util,6.74,%
run_status,run_status,"finished, final reports clean",
sta,final.setup.tns,0,ns
worst_setup_path,crit_path_max_incr_delay,0.36,ns
synth,synth-seq-area-share,65.9,%
clock_tree,cts_tree,"built",
global_route,grt_pass1_vias,103,
clock_tree,cts_num_sinks,3,
synth,yosys_register_bits,3,
clock_tree,clock-root-buffer,"clkbuf_4",
sta,slew_headroom,90.6,%
synth,number_of_enable_type_register_cells_in_the_synthesized_netlist,0,
detailed_routing,vias_per_cell,1.50,
die,die_x,80,um
die,chip_area,6400,um2
synth,compound_area_share,12.1,%
run,max_cap_violations,0,
worst_setup_path,timing.critical_path.from_type,"flop",
synth,post-synth-top-count-cell,"dfrtp_1",
detailed_routing,drt_drc_violations_left,0,
clock_tree,clkSlewWorstSetupHoldPaths,0.04,ns
worst_setup_path,setup_crit_path_kind,"reg2reg",
power_and_ir_drop,power.clock.fraction,52.6,%
die,count_of_boundary_i_o_pins,4,
sta,final.min_clock_period,0.900,ns
hold_path,timing.hold.worst.class,"in2async",
detailed_routing,via_count,96,
global_route,groute.usage.overall,1.04,%
final_layout,largest_register_ff_count,3,
detailed_routing,drt_first_iter_violations,0,
power_and_ir_drop,internal-power,313,uW
die,die.size.y,80,um
synth,top_logic_kind,"simple AND/OR/NAND/NOR gates",
final_layout,syn_to_final_growth,102,%
worst_setup_path,crit-reg2reg-capture,"E1[0]$_DFF_PN0_",
sta,grt_setup_unrepaired,"false",
synth,synth.area.top_cells,"dfrtp_1 66%, o31a_1 7.7%, nand3b_1 6.6%",
synth,ys_cells,10,
die,floorplan.core_area,3420,um2
clock_tree,max-clock-path-buffers,2,
detailed_routing,num_antenna_cells,0,
synth,ys_top_cells_by_count,"3 x dfrtp_1, 2 x nor2_1",
placed_design,routabilityCongestion,0.681,
worst_setup_path,worstPathMaxFanout,3,
power_and_ir_drop,max-vdd-ir-drop,231,uV
detailed_routing,totalWireLength,277,um
detailed_routing,postRouteAntennaNets,0,
synth,yosys_most_used_dff,"dfrtp_1",
run,tool_warning_count,25,
sta,clock_skew,0.00386,ns
synth,synth.largest_area_cell,"dfrtp_1",
sta,worst_pin_slew,0.140,ns
synth,syn-cell-area,114,um2
worst_setup_path,cp_cell_sequence,"buf_4 > o31a_1",
synth,arithmetic_cell_share_of_the_synthesized_area_counting_full_adders_half_adders_and_majority_gates,0,%
synth,synth_cells,10,
placed_design,place.port_buffers,3,
synth,yosys.cell_types.count,7,
global_route,grt_max_degree,4,
sta,fmaxAchievable,1.11,GHz
synth,synthXorXnorAreaFrac,0,%
worst_setup_path,regToRegSetupSlack,0.10,ns
synth,synth.mux.area_fraction,0,%
synth,synth_area_per_cell,11.4,um2
synth,synthArstFlopShare,100,%
synth,ys_area,114,um2
worst_setup_path,critPathArrivalTime,1.01,ns
worst_setup_path,worst_r2r_startpoint,"E1[2]$_DFF_PN0_",
==> layout make-up <==
cell class | instances | area, um2
Timing Repair Buffer | 4 | 32.5
Inverter | 1 | 3.75
Tap cell | 46 | 57.6
Multi-Input combinational cell | 6 | 35.0
Clock buffer | 4 | 26.3
Fill cell | 408 | 3190
Sequential cell | 3 | 75.1
==> power groups by stage <==
stage	combinational (uW)	sequential, uW	clock, uW
6_report	42.3	149	211
5_1_grt	48.3	151	231
4_1_cts	45.6	148	224
==> logic make-up after synthesis <==
group | count (synthesis)
buffers and inverters | 1
AND/OR/NAND/NOR | 4
flip-flops | 3
AND-OR/OR-AND | 2
==> per-layer routing <==
layer	global-route usage, %	part of all wire, %	vias to the layer above
li1	-	-	48
met1	0.999	41	39
met2	0.803	34	7
met3	1.82	22	2
met4	0.704	2.9	0
met5	0	0	-
==> through the flow <==
step                      instance area (um2)  hold slack [ns]  instances
final                                     230            0.149         64
after global routing                      230            0.147         64
after CTS                                 235            0.142         64
after detailed placement                  209            0.393         60
after global placement                    209            0.389         60
after floorplan                           114          -0.0956         10
==> worst max-delay path, delay by kind of cell, from the launching register on <==
kind	cells	cell delay [ns]
buf+inv	1	0.14
compound gates	1	0.28
flops	1	0.36
==> what timing repair did <==
action / in CTS / in global routing
gates resized: 2 / 1
endpoints found under the hold margin: 0 / 0
setup endpoints to repair: 1 / 1
hold buffers: 0 / 0
==> worst max-delay path by stage <==
| stage | startpoint | end | slack [ns] | depth (start not counted) |
|---|---|---|---|---|
| CTS | E1[2]$_DFF_PN0_ | y | 0.007 | 1 |
| global route | E1[2]$_DFF_PN0_ | y | 0.07 | 1 |
| finish | E1[2]$_DFF_PN0_ | E1[0]$_DFF_PN0_ | 0.10 | 2 |
==> layout by cell type, fill, tap and decap left out, drive strengths merged <==
| cell type | count |
|---|---|
| clkbuf | 5 |
| dfrtp | 3 |
| nor2 | 2 |
| clkdlybuf4s50 | 2 |
| nand2b | 1 |
| nand3b | 1 |
| o21ai | 1 |
| inv | 1 |
| o31a | 1 |
| buf | 1 |
Power is estimated from default activity; no workload was simulated.
